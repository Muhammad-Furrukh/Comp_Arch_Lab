**./config.mk**
```make
export PLATFORM = sky130hd
export DESIGN_NAME = register_file
export DESIGN_NICKNAME = register_file
export VERILOG_FILES = /design/flow/design.v
export SDC_FILE = /design/flow/constraint.sdc
export NUM_CORES = 4
export LEC_CHECK = 1
export CORE_UTILIZATION = 30
export SYNTH_HDL_FRONTEND = slang
```
**./constraint.sdc**
```tcl
current_design register_file

set clk_period 12.1
set clk_io_pct 0.2

create_clock -name clk0 -period $clk_period [get_ports {clk}]

set non_clock_inputs [all_inputs -no_clocks]
set_input_delay [expr $clk_period * $clk_io_pct] -clock clk0 $non_clock_inputs
set_output_delay [expr $clk_period * $clk_io_pct] -clock clk0 [all_outputs]
```
**./design.v**
```verilog
package cep_define;
typedef enum logic [11:0] {
    CSR_PMPCFG0   = 12'h3A0,
    CSR_PMPCFG1   = 12'h3A1,
    CSR_PMPCFG2   = 12'h3A2,
    CSR_PMPCFG3   = 12'h3A3,
    CSR_PMPADDR0  = 12'h3B0,
    CSR_PMPADDR1  = 12'h3B1,
    CSR_PMPADDR2  = 12'h3B2,
    CSR_PMPADDR3  = 12'h3B3,
    CSR_PMPADDR4  = 12'h3B4,
    CSR_PMPADDR5  = 12'h3B5,
    CSR_PMPADDR6  = 12'h3B6,
    CSR_PMPADDR7  = 12'h3B7,
    CSR_PMPADDR8  = 12'h3B8,
    CSR_PMPADDR9  = 12'h3B9,
    CSR_PMPADDR10 = 12'h3BA,
    CSR_PMPADDR11 = 12'h3BB,
    CSR_PMPADDR12 = 12'h3BC,
    CSR_PMPADDR13 = 12'h3BD,
    CSR_PMPADDR14 = 12'h3BE,
    CSR_PMPADDR15 = 12'h3BF
} pmp_csr_e;
typedef enum logic[1:0] { 
    OFF,
    TOR,
    NA4,
    NAPOT
 } mode;
typedef struct packed {
    logic        L;       
    logic [1:0]  reserved;  
    mode         A;       
    logic        X;       
    logic        W;       
    logic        R;       
} pmpcfg;
typedef enum logic[1:0] { 
   READ,
   WRITE,
   EXECUTE,
   NOTHING
} operations;
endpackage
package header_pkg;
    typedef enum logic [3:0] {
        ALU_ADD  = 4'b0000,
        ALU_SUB  = 4'b0001,
        ALU_AND  = 4'b0010,
        ALU_OR   = 4'b0011,
        ALU_XOR  = 4'b0100,
        ALU_SLT  = 4'b0101,
        ALU_SLL  = 4'b0110,
        ALU_SRL  = 4'b0111,
        ALU_SRA  = 4'b1000,
        ALU_SLTU = 4'b1001,
        ALU_LUI = 4'b1010
    } alu_ops_t;
endpackage
module register_file(
input logic clk, reset, reg_wr, [4:0] raddr1, raddr2, waddr, 
input logic signed [31:0] wdata,
output logic signed [31:0] rdata1, rdata2);
logic signed [31:0] registers [30:0];
logic [31:0] x0 = 32'b0;
int i;
always_ff @(negedge clk) begin
    if (reset) begin
      registers <= '{ 31{32'bx} };
    end
    else if (reg_wr) begin
      registers[waddr - 1] <= wdata;
    end
end
always_comb begin
  case(raddr1)
    5'd0: rdata1 = x0;
    5'd1: rdata1 = registers[0];
    5'd2: rdata1 = registers[1];
    5'd3: rdata1 = registers[2];
    5'd4: rdata1 = registers[3];
    5'd5: rdata1 = registers[4];
    5'd6: rdata1 = registers[5];
    5'd7: rdata1 = registers[6];
    5'd8: rdata1 = registers[7];
    5'd9: rdata1 = registers[8];
    5'd10: rdata1 = registers[9];
    5'd11: rdata1 = registers[10];
    5'd12: rdata1 = registers[11];
    5'd13: rdata1 = registers[12];
    5'd14: rdata1 = registers[13];
    5'd15: rdata1 = registers[14];
    5'd16: rdata1 = registers[15];
    5'd17: rdata1 = registers[16];
    5'd18: rdata1 = registers[17];
    5'd19: rdata1 = registers[18];
    5'd20: rdata1 = registers[19];
    5'd21: rdata1 = registers[20];
    5'd22: rdata1 = registers[21];
    5'd23: rdata1 = registers[22];
    5'd24: rdata1 = registers[23];
    5'd25: rdata1 = registers[24];
    5'd26: rdata1 = registers[25];
    5'd27: rdata1 = registers[26];
    5'd28: rdata1 = registers[27];
    5'd29: rdata1 = registers[28];
    5'd30: rdata1 = registers[29];
    5'd31: rdata1 = registers[30];
    default: rdata1 = 32'b0;
  endcase
  case(raddr2)
    5'd0: rdata2 = x0;
    5'd1: rdata2 = registers[0];
    5'd2: rdata2 = registers[1];
    5'd3: rdata2 = registers[2];
    5'd4: rdata2 = registers[3];
    5'd5: rdata2 = registers[4];
    5'd6: rdata2 = registers[5];
    5'd7: rdata2 = registers[6];
    5'd8: rdata2 = registers[7];
    5'd9: rdata2 = registers[8];
    5'd10: rdata2 = registers[9];
    5'd11: rdata2 = registers[10];
    5'd12: rdata2 = registers[11];
    5'd13: rdata2 = registers[12];
    5'd14: rdata2 = registers[13];
    5'd15: rdata2 = registers[14];
    5'd16: rdata2 = registers[15];
    5'd17: rdata2 = registers[16];
    5'd18: rdata2 = registers[17];
    5'd19: rdata2 = registers[18];
    5'd20: rdata2 = registers[19];
    5'd21: rdata2 = registers[20];
    5'd22: rdata2 = registers[21];
    5'd23: rdata2 = registers[22];
    5'd24: rdata2 = registers[23];
    5'd25: rdata2 = registers[24];
    5'd26: rdata2 = registers[25];
    5'd27: rdata2 = registers[26];
    5'd28: rdata2 = registers[27];
    5'd29: rdata2 = registers[28];
    5'd30: rdata2 = registers[29];
    5'd31: rdata2 = registers[30];
    default: rdata2 = 32'd0;
  endcase
end
endmodule
```
**./run.sh**
```bash
#!/bin/bash
# OpenROAD 26Q1-2900-gdf79404cd8, Yosys 0.63+post, stock flow scripts
make -C /OpenROAD-flow-scripts/flow DESIGN_CONFIG=/design/flow/config.mk WORK_HOME=/design/flow/orfs finish
```
==> flow_summary.ini <==
; implementation run metrics
[power_and_ir_drop]
p_sw_share_pct = 30.4
p_clk_share_pct = 50.9
pwr-share-seq_pct = 41.8
p_sw_w = 0.00285
combinationalPowerShare_pct = 7.3
intPower_w = 0.00653
p_per_area_mw_per_mm2 = 165
p_leak_nw = 22.9
vdd_drop_max_uv = 144

[global_routing]
antenna_found_initial = 18
grt_pass1_vias = 43100
grt_overflow = 0
grt_pass1_wl_um = 310000
grt_max_degree = 72
grt.total_usage_pct = 31.5

[clock_network]
cts_buffers = 104
cts_resized = 0
post_cts_buffers = 0
cts_tree = done
cts.clk_slew.worst_paths_ns = 0.05
hold_buffers = 0
clockBufferDepth = 3
root_buffer = clkbuf_16
h-tree-depth = 3
clock_sinks = 992

[routing]
drt_iter0_markers = 4710
wl_met3_um = 45400
dr.pass1.iters = 9
vias = 40000
viasPerCell = 6.23
wl_per_cell_um = 35.6
top_layer = met5
post-route-drc-count = 0
wirelength_met1_um = 71400
wl_met2_um = 93700
antenna_left = 0
wl_um = 228000

[synth]
synth_adder_area_share_pct = 0
ys_chip_area_sq_mm = 0.0447
syn_area_sq_mm = 0.0447
mux_area_share_pct = 4.21
ys_seq_share_pct = 66.6
yosysUniqueCellTypes = 66
yosysCellCount = 3247
ys_sh_xor_pct = 0
synth_flops = 992
ys_sh_aoi_pct = 13.9
simple_gate_area_share_pct = 12.4
edf_count = 992
avgSynthCellArea_sq_um = 13.8
ys_warn_count = 0
ff_type = edfxtp_1
synthArstFlopShare_pct = 0
synth_cells = 3247
ys_top_logic_family = AND-OR/OR-AND gates

[flow_run]
warning_count = 1018
maxCapViolations = 0

[place]
gp_congestion = 1.04
place_area_sq_mm = 0.0493
preCtsSetupSlack_ns = 0.789
place.port_buffers = 113
hpwlAfterDp_um = 132000

[setup_path]
worstPathArrival_ns = 9.18
critical_path_required_ns = 9.68
crit_path_end_kind = output pin
worst_path_most_repeated_cell = or4_1
critical_path.max_stage_delay_ns = 0.52
worstSetupStartpointType = register
critical_path_class = register to output pin
worstPathCellList = and3_1, a221o_1, or4_1, or4_1, clkdlybuf4s50_1
critPathTopFamily = simple AND/OR/NAND/NOR gates
worst-path-max-fanout = 2
path_buffers = 1
cp_slowest_cell = or4_1

[final_timing]
drv_slew = 0
timing.hold.ws_ns = 5.98
rsz0062_at_grt = false
finalSetupTns_ns = 0
setup_viol = 0
final.setup.worst_slack_ns = 0.505
tightestPinTransition_ns = 1.09
relSlewSlack_pct = 26.8
hold_viol = 0

[final_layout]
postLayoutCoreUtil_pct = 38.4
largest_register_ffs = 992
final_common_cell = inv_1
final_cell_mix = inv_1 (1020), edfxtp_1 (992), a22oi_1 (311)
fillCellCount = 13600
fin_area_sq_mm = 0.0567
top_regs = registers (992)
largest-register = registers
drive_gt1_share_pct = 11.8
area_growth_syn_to_layout_pct = 26.8

[floorplanning]
row_count = 141
core_util_floorplan_pct = 30.3
ios = 114
fp.dieH_um = 388
core_sq_mm = 0.148
fp.dieW_um = 388
die_area_sq_mm = 0.151

[worst_hold_path]
hp-class = input port to output pin

[outcome]
outcome = completed
==> routing by layer <==
layer  global-route usage, %  vias to the layer above
met2                    41.3                     4328
met3                    27.8                     1069
li1                        -                    15900
met1                    32.5                    18700
met4                    20.1                       38
met5                    5.23                        -
==> cell usage after synthesis (15+ instances only) <==
cell	number	area share (%)
or3_1	23	0.32
nor3_1	22	0.25
a221oi_1	18	0.35
clkbuf_1	145	1.2
o22ai_1	47	0.66
edfxtp_1	992	67
or4_1	31	0.52
nor2b_1	19	0.27
buf_2	94	1.1
o21ai_0	16	0.18
nand3b_1	27	0.45
a21oi_1	51	0.57
nor2_1	111	0.93
and3_1	180	2.5
a22oi_1	311	5.2
buf_1	17	0.14
o2111ai_1	21	0.41
nand3_1	300	3.4
a222oi_1	41	0.92
mux2_2	41	1.0
buf_4	17	0.29
mux2i_1	142	3.2
o2bb2ai_1	20	0.39
a32oi_1	20	0.39
a221o_1	19	0.43
a22o_1	94	1.8
a2111oi_0	61	1.2
nand4_1	141	2.0
o32ai_1	15	0.29
nand2_1	57	0.48
nor4_1	19	0.27
==> final cells by class <==
cell class / count / area [sq um] / area share, %
Tap cell: 1930 / 2410 / 4.26
Antenna cell: 12 / 30.0 / 0.0529
Clock buffer: 105 / 2630 / 4.63
Clock inverter: 1080 / 4740 / 8.37
Inverter: 13 / 48.8 / 0.0860
Multi-Input combinational cell: 1965 / 14200 / 25.0
Sequential cell: 992 / 29800 / 52.5
Timing Repair Buffer: 314 / 2890 / 5.09
==> final timing paths <==
kind      startpoint         end  slack, ns  cells after the start
max   registers[446]  rdata1[30]       0.50                      5
min        raddr1[0]  rdata1[26]       5.98                      4
==> cells by family (layout without fill, tap and decap cells) <==
family          count (synthesis)  count (layout)
simple gates                  993             993
flops                         992             992
compound gates                789             789
buf+inv                       290            1512
mux                           183             183
other cells                     0              12
==> metrics by stage <==
step,power [W],std cells
after CTS,0.00943,6399
after floorplan,0.00468,3247
final,0.00938,6411
after global routing,0.00984,6401
after detailed placement,0.00510,5215
after global placement,0.00510,5215
==> power by group through the flow <==
stage	Sequential, W	Clock (W)	Combinational (W)
after CTS	0.00392	0.00486	0.000657
final	0.00392	0.00477	0.000688
after global routing	0.00391	0.00523	0.000696
Power is estimated from default activity; no workload was simulated.
